[./design.v]
module column_driver (pattern_in, out, clk, enable, reset);
	input logic enable, clk, reset;
	input logic [15:0] pattern_in;
	output logic [15:0][15:0] out;
	always_ff @(posedge clk) begin
		if (reset)
			out <= '0;
		else if (enable) begin
			out[15] <= pattern_in;
			out[14] <= out[15];
			out[13] <= out[14];
			out[12] <= out[13];
			out[11] <= out[12];
			out[10] <= out[11];
			out[9] <= out[10];
			out[8] <= out[9];
			out[7] <= out[8];
			out[6] <= out[7];
			out[5] <= out[6];
			out[4] <= out[5];
			out[3] <= out[4];
			out[2] <= out[3];
			out[1] <= out[2];
			out[0] <= out[1];
		end
		else
			out <= out;
	end
endmodule 
[./run.sh]
#!/bin/bash
# OpenROAD 26Q1-2900-gdf79404cd8, Yosys 0.63+post, stock flow scripts
make -C /OpenROAD-flow-scripts/flow DESIGN_CONFIG=/design/flow/config.mk WORK_HOME=/design/flow/orfs finish
[./config.mk]
export PLATFORM = sky130hd
export DESIGN_NAME = column_driver
export DESIGN_NICKNAME = column_driver
export VERILOG_FILES = /design/flow/design.v
export SDC_FILE = /design/flow/constraint.sdc
export NUM_CORES = 4
export LEC_CHECK = 1
export CORE_UTILIZATION = 30
[./constraint.sdc]
current_design column_driver

set clk_period 1.0
set clk_io_pct 0.2

create_clock -name clk0 -period $clk_period [get_ports {clk}]

set non_clock_inputs [all_inputs -no_clocks]
set_input_delay [expr $clk_period * $clk_io_pct] -clock clk0 $non_clock_inputs
set_output_delay [expr $clk_period * $clk_io_pct] -clock clk0 [all_outputs]
==> load_flow_metrics.sql <==
-- physical implementation figures
INSERT INTO impl_metrics (metric_group, metric, value, unit) VALUES
('floorplanning', 'floorplan.io_pins', '275', ''),
('finish', 'layout_top_registers', 'out (256)', ''),
('timing', 'fmax', '0.837', 'GHz'),
('finish', 'most_common_cell_after_layout_fill_and_taps_aside', 'sky130_fd_sc_hd__buf_4', ''),
('clock_tree', 'cts-root-to-sink-buffers', '3', ''),
('timing', 'max-slew-margin-rel', '0.779', ''),
('global_routing', 'grt_pass1_vias', '7001', ''),
('route', 'wire_per_inst', '14.6', 'µm'),
('outcome', 'status', 'finished, violations left', ''),
('timing', 'timing.final.setup_violations', '256', ''),
('yosys', 'yosys.cell_types.count', '9', ''),
('placed_design', 'post_dp_cell_area', '14200', 'µm²'),
('placed_design', 'place.gp.congestion', '0.825', ''),
('timing', 'postLayoutSetupSlackWorst', '-195', 'ps'),
('yosys', 'synth_top_area_share', '0.550', ''),
('yosys', 'ys_chip_area', '9320', 'µm²'),
('global_routing', 'grt_antenna_before_repair', '0', ''),
('yosys', 'synthCells', '825', ''),
('route', 'drt-total-wl', '26.1', 'mm'),
('clock_tree', 'cts_root_buffer', 'sky130_fd_sc_hd__clkbuf_16', ''),
('route', 'detail_route.vias_per_cell', '4.19', ''),
('floorplanning', 'placeableCoreArea', '30600', 'µm²'),
('timing', 'period_minus_slack', '1190', 'ps'),
('worst_setup_path', 'path_buffers', '1', ''),
('clock_tree', 'cts.htree.levels', '1', ''),
('floorplanning', 'die_height', '178', 'µm'),
('power_and_ir_drop', 'leakage', '7.71', 'nW'),
('timing', 'post-route-period-util', '1.19', ''),
('worst_setup_path', 'crit_family', 'flip-flops', ''),
('route', 'detailroute.via_count', '7493', ''),
('worst_setup_path', 'crit_slowest_cell', 'sky130_fd_sc_hd__dfxtp_4', ''),
('power_and_ir_drop', 'p_comb_frac', '0.059', ''),
('timing', 'unrepaired_setup_endpoints_after_global_routing', 'yes', ''),
('timing', 'final_hold_viol_count', '0', ''),
('timing', 'clock_skew', '8.14', 'ps'),
('route', 'antenna_cells', '0', ''),
('finish', 'area_delta_synth_final', '57.2', '%'),
('worst_setup_path', 'critPathMaxStageDelay', '360', 'ps'),
('job', 'drv_cap', '0', ''),
('route', 'drt_drc_violations_left', '0', ''),
('global_routing', 'grt_first_pass_wirelength', '39.4', 'mm'),
('worst_setup_path', 'worst_ep_arrival_time', '990', 'ps'),
('power_and_ir_drop', 'share_seq_of_total_power', '0.488', ''),
('timing', 'drv_slew', '0', ''),
('yosys', 'most_area_hungry_cell_type_in_the_yosys_netlist', 'sky130_fd_sc_hd__dfxtp_1', ''),
('worst_setup_path', 'worst-r2r-setup-slack', '60', 'ps'),
('yosys', 'yosysCellCount', '825', ''),
('global_routing', 'grt_util_all_layers', '0.165', ''),
('placed_design', 'port-buffer-count', '274', ''),
('power_and_ir_drop', 'peakVddDrop', '0.00111', 'V'),
('floorplanning', 'chip_area', '31800', 'µm²'),
('hold_path', 'worstHoldEndpoint', 'out[207]', ''),
('clock_tree', 'cts_buffers', '29', ''),
('finish', 'drive_above_1_share', '0.614', ''),
('hold_path', 'hp-start', 'enable', ''),
('floorplanning', 'floorplan.die.width', '178', 'µm'),
('worst_setup_path', 'crit_type', 'flip-flop to output pin', ''),
('route', 'ant_nets', '0', ''),
('worst_setup_path', 'r2r.worst_path.cells', '4', ''),
('outcome', 'failed_checks', 'setup timing', ''),
('timing', 'worst_pin_slew', '331', 'ps'),
('hold_path', 'timing.hold.worst.class', 'primary input to flip-flop', ''),
('power_and_ir_drop', 'total_switching_power', '4.70', 'mW'),
('power_and_ir_drop', 'power_total', '21.2', 'mW'),
('placed_design', 'dp_hpwl', '18.8', 'mm'),
('yosys', 'ys.warnings.count', '1', ''),
('finish', 'lay_top_cells', 'sky130_fd_sc_hd__buf_4 (278), sky130_fd_sc_hd__mux2i_1 (256), sky130_fd_sc_hd__nor2_1 (256)', ''),
('worst_setup_path', 'required', '800', 'ps'),
('route', 'drt_pass1_iterations', '5', ''),
('clock_tree', 'worst_skew_pair.late_latency', '540', 'ps'),
('finish', 'regMostFlops', 'out', '');
[layer usage]
metal | routed length (µm) | GRT usage | vias to the layer above
met5 | 0 | 0 | -
met4 | 443 | 0.0247 | 0
met3 | 2210 | 0.0502 | 29
met2 | 12000 | 0.261 | 194
met1 | 11500 | 0.230 | 3410
li1 | - | - | 3860
[how the worst max path moves through the flow]
stage	startpoint	end	slack [ps]	cells past startpoint
4_1_cts	out[155]	out[155]	-240	1
5_1_grt	out[156]	out[156]	-240	1
6_report	out[155]	out[155]	-190	1
[power groups by stage]
| stage | sequential (mW) | combinational [mW] | clock [mW] |
|---|---|---|---|
| after CTS | 10.3 | 1.26 | 9.95 |
| after global routing | 10.3 | 1.35 | 10.3 |
| final | 10.3 | 1.25 | 9.59 |
[final cells by class]
class	instances	area, µm²
well taps	396	495
flip-flops and latches	256	5450
fillers	2861	15900
clock inverters	8	52.6
multi-input cells	512	3520
clock buffers	40	797
repair buffers	575	4340
[cells in the mapped netlist (all sizes together)]
cell and instances:
dfxtp 256, mux2i 256, nor2 256, buf 41, clkbuf 16
[timing repair]
item / CTS / global route
setup buffers: 23 / 3
resized: 1144 / 12
hold buffers: 1 / 0
hold endpoints to repair: 1 / 0
endpoints found under the setup margin: 256 / 256
[cells by family (layout without fill, tap and decap cells)]
| group | Yosys count | after routing | synth area share |
|---|---|---|---|
| multiplexers | 256 | 256 | 0.275 |
| buffers and inverters | 57 | 623 | 0.0723 |
| AND/OR/NAND/NOR | 256 | 256 | 0.103 |
| flip-flops | 256 | 256 | 0.550 |
[metrics by stage]
step / std cells / setup TNS [ps] / worst slack, ps / hold slack, ps
CTS: 1784 / -49620 / -237 / 116
finish: 1787 / -40720 / -195 / 135
detailed placement: 1712 / -10720 / -133 / 481
global placement: 1712 / -9370 / -131 / 473
floorplan: 825 / 0 / 43.8 / 347
global route: 1787 / -50540 / -239 / 144
Power figures rest on the tool's default switching activity, not on a simulated workload.
